$ cat /design/flow/run.sh
#!/bin/bash
# OpenROAD 26Q1-2900-gdf79404cd8, Yosys 0.63+post, stock flow scripts
make -C /OpenROAD-flow-scripts/flow DESIGN_CONFIG=/design/flow/config.mk WORK_HOME=/design/flow/orfs finish
$ cat /design/flow/config.mk
export PLATFORM = sky130hd
export DESIGN_NAME = seg7x16
export DESIGN_NICKNAME = seg7x16
export VERILOG_FILES = /design/flow/design.v
export SDC_FILE = /design/flow/constraint.sdc
export NUM_CORES = 4
export LEC_CHECK = 1
export CORE_UTILIZATION = 30
$ cat /design/flow/constraint.sdc
current_design seg7x16

set clk_period 3.1
set clk_io_pct 0.2

create_clock -name clk0 -period $clk_period [get_ports {clk}]

set non_clock_inputs [all_inputs -no_clocks]
set_input_delay [expr $clk_period * $clk_io_pct] -clock clk0 $non_clock_inputs
set_output_delay [expr $clk_period * $clk_io_pct] -clock clk0 [all_outputs]
$ cat /design/flow/design.v
`timescale 1ns / 1ps
module seg7x16(
     input clk,
	 input reset,
	 input cs,
	 input [31:0] i_data,
	 output [7:0] o_seg,
	 output [7:0] o_sel
    );
    reg [14:0] cnt;
	 always @ (posedge clk)
      if (reset)
        cnt <= 0;
      else
        cnt <= cnt + 1'b1;
    wire seg7_clk = cnt[14]; 
	 reg [2:0] seg7_addr;
	 always @ (posedge seg7_clk)
	   if(reset)
		  seg7_addr <= 0;
		else
		  seg7_addr <= seg7_addr + 1'b1;
	 reg [7:0] o_sel_r;
	 always @ (*)
	   case(seg7_addr)
		  7 : o_sel_r = 8'b01111111;
		  6 : o_sel_r = 8'b10111111;
		  5 : o_sel_r = 8'b11011111;
		  4 : o_sel_r = 8'b11101111;
		  3 : o_sel_r = 8'b11110111;
		  2 : o_sel_r = 8'b11111011;
		  1 : o_sel_r = 8'b11111101;
		  0 : o_sel_r = 8'b11111110;
		endcase
	 reg [31:0] i_data_store;
	 always @ (posedge clk)
	   if(reset)
		  i_data_store <= 0;
		else if(cs)
		  i_data_store <= i_data;
	 reg [7:0] seg_data_r;
	 always @ (*)
	   case(seg7_addr)
		  0 : seg_data_r = i_data_store[3:0];
		  1 : seg_data_r = i_data_store[7:4];
		  2 : seg_data_r = i_data_store[11:8];
		  3 : seg_data_r = i_data_store[15:12];
		  4 : seg_data_r = i_data_store[19:16];
		  5 : seg_data_r = i_data_store[23:20];
		  6 : seg_data_r = i_data_store[27:24];
		  7 : seg_data_r = i_data_store[31:28];
		endcase
	 reg [7:0] o_seg_r;
	 always @ (posedge clk)
	   if(reset)
		  o_seg_r <= 8'hff;
		else
		  case(seg_data_r)
		    4'h0 : o_seg_r <= 8'hC0;
          4'h1 : o_seg_r <= 8'hF9;
          4'h2 : o_seg_r <= 8'hA4;
          4'h3 : o_seg_r <= 8'hB0;
          4'h4 : o_seg_r <= 8'h99;
          4'h5 : o_seg_r <= 8'h92;
          4'h6 : o_seg_r <= 8'h82;
          4'h7 : o_seg_r <= 8'hF8;
          4'h8 : o_seg_r <= 8'h80;
          4'h9 : o_seg_r <= 8'h90;
          4'hA : o_seg_r <= 8'h88;
          4'hB : o_seg_r <= 8'h83;
          4'hC : o_seg_r <= 8'hC6;
          4'hD : o_seg_r <= 8'hA1;
          4'hE : o_seg_r <= 8'h86;
          4'hF : o_seg_r <= 8'h8E;
		  endcase
	 assign o_sel = o_sel_r;
	 assign o_seg = o_seg_r;
endmodule
==> results.sh <==
# physical design summary
export IMPL_clk_path_buf_depth=2
export IMPL_timing_setup_tns_ps=0
export IMPL_cts_resized=0
export IMPL_port_buffers=49
export IMPL_path_max_fanout=4
export IMPL_finalHoldViolations=0
export IMPL_fillers=848
export IMPL_syn_to_final_growth_pct=23.4
export IMPL_cp_required_ps=3290
export IMPL_period_minus_slack_ps=1840
export IMPL_finalClockSkew_ps=6.80
export IMPL_synthArstFlopShare=0
export IMPL_cts_hold_buffers=0
export IMPL_slew_viol_final=0
export IMPL_h_tree_depth=2
export IMPL_hold_class="reg -> reg"
export IMPL_flop_cell="dfxtp_1"
export IMPL_grt_max_degree=35
export IMPL_warnings=29
export IMPL_antenna_cells=0
export IMPL_critPathLaunchType="register"
export IMPL_min_period_over_period=0.595
export IMPL_arrival_ps=2030
export IMPL_fmax_ghz=0.542
export IMPL_hpwlAfterDp_um=4130
export IMPL_ys_chip_area_um2=2750
export IMPL_num_io_pins=51
export IMPL_comb_area_um2=1340
export IMPL_vias=2015
export IMPL_flop_area_um2=1300
export IMPL_unclocked_pins=11
export IMPL_rsz0062_at_grt="no"
export IMPL_maxCapViolCount=0
export IMPL_edf_count=0
export IMPL_viasPerCell=4.61
export IMPL_coreArea_um2=8810
export IMPL_gp_congestion=0.821
export IMPL_setup_violations=0
export IMPL_initCoreUtil=0.312
export IMPL_yosys_warnings=1
export IMPL_maxSlewHeadroom=0.471
export IMPL_wl_per_cell_um=12.9
export IMPL_overflow=0
export IMPL_postCtsSetupBuffers=0
export IMPL_synth_cells_yosys=285
export IMPL_numSynthFlops=65
export IMPL_cts_root_buffer="clkbuf_8"
export IMPL_die_width_um=97.7
export IMPL_grt_first_pass_wirelength_um=9360
export IMPL_synth_most_common_cell="dfxtp_1"
export IMPL_finalCoreUtilization=0.385
export IMPL_synthCells=285
export IMPL_ys_seq_share=0.474
export IMPL_yosysTopAreaCell="dfxtp_1"
export IMPL_track_usage=0.123
export IMPL_drive_gt1_frac=0.0669
export IMPL_grt_pass1_vias=1947
export IMPL_area_leaders="dfxtp_1, mux2i_1, nor2_1, ha_1, xor2_1"
export IMPL_tightest_slew_ps=793
export IMPL_power_leakage_nw=1.35
export IMPL_end_kind="register"
export IMPL_antenna_found_initial=0
export IMPL_synth_area_um2=2750
export IMPL_peakVddDrop_uv=180
export IMPL_dr_first_iter_drc_count=102
export IMPL_ant_nets=0
export IMPL_die_h_um=97.7
export IMPL_clk_pin_slew_ps=90
export IMPL_cts_tree="done"
export IMPL_num_rows=34
export IMPL_synth_distinct_cells=48
export IMPL_numCtsBuffers=5
export IMPL_drt_total_wl_um=5640
export IMPL_status="completed"
export IMPL_clock_latency_ps=300
export IMPL_unconstrained_endpoints=19
export IMPL_yosysTopAreaCellShare=0.474
export IMPL_pwr_density_cell_nw_per_um2=380
export IMPL_drc_errors=0
export IMPL_crit_type="reg -> reg"
export IMPL_avgSynthCellArea_um2=9.64
export IMPL_first_pass_iters=20
export IMPL_dieArea_um2=9550
export IMPL_common_cells="dfxtp_1, nor2_1, mux2i_1, nand3_1, nand2_1"
==> worst max-delay path, stage by stage, from the launching register on <==
cell and delay [ps]:
dfxtp_1 320, a22oi_1 180, o211ai_1 150, a21oi_1 270, o21bai_1 190, and3_1 220
a2111o_1 410
==> cells in the final DEF, fill, tap and decap left out, types with 5 or more instances in the layout <==
| master | instances |
|---|---|
| a22oi_1 | 8 |
| clkdlybuf4s50_1 | 47 |
| ha_1 | 7 |
| o21ai_1 | 6 |
| nor2b_1 | 6 |
| clkbuf_8 | 6 |
| nand2_1 | 12 |
| inv_1 | 6 |
| xor2_1 | 8 |
| nor2_1 | 54 |
| dfxtp_1 | 65 |
| o221ai_1 | 5 |
| nand3_1 | 13 |
| mux2i_1 | 34 |
==> cell type report <==
cell class              instances  area share
multi-input cells             198       0.396
flip-flops and latches         65       0.384
repair buffers                 51       0.146
well taps                     108      0.0399
clock buffers                   7      0.0255
inverters                       7     0.00775
clock inverters                 1     0.00148
==> power by group <==
| part | total [W] | internal (W) | leakage, nW | switching (W) |
|---|---|---|---|---|
| logic | 0.000146 | 0.0000863 | 0.765 | 0.0000595 |
| clock network | 0.000398 | 0.000181 | 0.0482 | 0.000217 |
| registers | 0.000746 | 0.000727 | 0.535 | 0.0000183 |
==> path summary, 6_finish.rpt <==
| path | start | endpoint | slack (ps) | depth (start not counted) |
|---|---|---|---|---|
| setup / recovery | i_data_store[15]$_SDFFE_PP0P_ | o_seg_r[0]$_SDFFE_PP1P_ | 1260 | 6 |
| hold / removal | cnt[0]$_SDFF_PP0_ | cnt[0]$_SDFF_PP0_ | 470 | 1 |
| setup reg to reg | i_data_store[15]$_SDFFE_PP0P_ | o_seg_r[0]$_SDFFE_PP1P_ | 1260 | 6 |
| hold reg to reg | cnt[0]$_SDFF_PP0_ | cnt[0]$_SDFF_PP0_ | 470 | 1 |
==> stage by stage <==
step	power [W]	hold slack, ps	cell area [µm²]	std cells	worst slack [ps]
floorplan	0.000836	414	2750	285	1430
global placement	0.000908	434	3300	429	1190
detailed placement	0.000909	450	3300	429	1160
CTS	0.00131	473	3390	437	1250
global route	0.00135	481	3390	437	1060
finish	0.00129	472	3390	437	1260
==> layer usage <==
layer,share of wire,track usage
met1,0.52,0.193
met2,0.44,0.189
met3,0.042,0.0227
met4,0.0034,0.00932
met5,0,0
==> sequential cells by signal (all words and copies together), names as in the netlist <==
register / flops
cnt: 15
seg7_addr: 3
i_data_store: 32
o_seg_r: 7
o_sel: 8
==> kinds of logic after synthesis <==
group,after synthesis,synth area share
AND-OR/OR-AND,39,0.110
XOR/XNOR,11,0.0351
adder cells (fa/ha/maj),7,0.0319
buffers and inverters,22,0.0382
flip-flops,65,0.474
multiplexers,35,0.128
other,1,0.00136
AND/OR/NAND/NOR,105,0.182
Power and IR drop assume default switching activity.
