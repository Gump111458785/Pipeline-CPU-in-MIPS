==> flow/design.v <==
`timescale 1ns / 1ps
module pipe_ex_mem(
    input               in_clk,
    input               in_rst,
    input               in_dmem_ena,
    input               in_dmem_wena,
    input   [1:0]       in_dmem_type,
    input   [31:0]      in_rs_data,
    input   [31:0]      in_rt_data,
    input   [4:0]       in_rd_waddr,
    input               in_rd_sel,
    input               in_rd_wena,
    input   [31:0]      in_alu_result,
    output reg          out_dmem_ena,
    output reg          out_dmem_wena,
    output reg [1:0]    out_dmem_type,
    output reg [31:0]   out_rs_data,
    output reg [31:0]   out_rt_data,
    output reg [4:0]    out_rd_waddr,
    output reg          out_rd_sel, 
    output reg          out_rd_wena,
    output reg [31:0]   out_alu_result
    );
    always@ (posedge in_clk or posedge in_rst) 
    begin
        if(in_rst) 
        begin
            out_dmem_ena    <= 1'b0;
            out_dmem_wena   <= 1'b0;
            out_dmem_type   <= 2'b0;
            out_rs_data     <= 32'b0;
            out_rt_data     <= 32'b0;
            out_rd_waddr    <= 5'b0;
            out_rd_sel      <= 1'b0;
            out_rd_wena     <= 1'b0;
            out_alu_result  <= 32'b0;
        end
        else 
        begin
            out_dmem_ena    <= in_dmem_ena;
            out_dmem_wena   <= in_dmem_wena;
            out_dmem_type   <= in_dmem_type;
            out_rs_data     <= in_rs_data;
            out_rt_data     <= in_rt_data;
            out_rd_waddr    <= in_rd_waddr;
            out_rd_sel      <= in_rd_sel;
            out_rd_wena     <= in_rd_wena;
            out_alu_result  <= in_alu_result;
        end
    end 
endmodule
==> flow/run.sh <==
#!/bin/bash
# OpenROAD 26Q1-2900-gdf79404cd8, Yosys 0.63+post, stock flow scripts
make -C /OpenROAD-flow-scripts/flow DESIGN_CONFIG=/design/flow/config.mk WORK_HOME=/design/flow/orfs finish
==> flow/config.mk <==
export PLATFORM = sky130hd
export DESIGN_NAME = pipe_ex_mem
export DESIGN_NICKNAME = pipe_ex_mem
export VERILOG_FILES = /design/flow/design.v
export SDC_FILE = /design/flow/constraint.sdc
export NUM_CORES = 4
export LEC_CHECK = 1
export CORE_UTILIZATION = 30
==> flow/constraint.sdc <==
current_design pipe_ex_mem

set clk_period 1.0
set clk_io_pct 0.2

create_clock -name clk0 -period $clk_period [get_ports {in_clk}]

set non_clock_inputs [all_inputs -no_clocks]
set_input_delay [expr $clk_period * $clk_io_pct] -clock clk0 $non_clock_inputs
set_output_delay [expr $clk_period * $clk_io_pct] -clock clk0 [all_outputs]
==> PnR_summary.wiki <==
== Flow metrics ==
{| class="wikitable"
! Metric !! Value
|-
| Global-route wire length before repair || roughly 9800 um
|-
| Post-DP HPWL || 5660 um
|-
| Placed cell count || 435
|-
| Port Buf Inserts || 215
|-
| Total global routing track utilization || 15.5%
|-
| Unique cell types || 2
|-
| Maximum Capacitance Violations || 0
|-
| I/O pin total || 216
|-
| Post-route insts no fill || about 450
|-
| Warning total across the stage logs || 31
|-
| Vert. Die Dim || 96.5 um
|-
| Violations in the final reports || setup timing
|-
| Average cell area after synthesis || 24.8 um2
|-
| Placed standard-cell area || roughly 5000 um2
|-
| Share of post-route cells with drive strength above 1 || a little under two fifths
|-
| Hold path endpoint || out_dmem_ena
|-
| Post-detailed-routing wire length || 7250 um
|-
| Internal power of the cells || 6.32 mW
|-
| Synthesized chip area reported by yosys || ~2700 um2
|-
| Min-delay src || in_dmem_ena
|-
| Number of optimization iterations in the first detailed-route pass || 3
|-
| Flops out of synthesis || 107
|-
| Net switching power || 1.68 mW
|-
| Number of standard cells after synthesis || about 110
|-
| Cycle use final || 105%
|-
| Slew Viols, Final || 0
|-
| Proportion of power drawn by the clock network || 33.8%
|-
| Cell with the biggest individual delay on the critical path || dfrtp_1
|-
| Run status || complete, but fails checks
|-
| Worst Hold Depth || 1
|-
| Overall chip area || ~9300 um2
|-
| Number of post-CTS setup repair buffers || 0
|-
| Horizontal die dimension || 96.5 um
|-
| Reg power frac || 57.2%
|-
| Post-layout minimum cycle time || 1050 ps
|-
| Pin count of the biggest net entering global routing || 39
|-
| Vias after detailed routing || between 1,500 and 2,000
|-
| Summed instance area of the synthesized netlist || 2680 um2
|-
| Final hold violation count || 0
|-
| Starting DRC count in detailed routing || 39
|-
| Detailed-route wire length per cell || 16.1 um
|-
| Maximum buffer depth of the clock tree || 2
|-
| Number of warnings reported in the yosys synthesis log || 1
|-
| Area taken by multi-input logic gates || 0 um2
|-
| Synthesis-to-layout area growth || 75.8%
|-
| Antenna violations before repair || 0
|-
| Final antenna diode count || 0
|-
| Clock sink count || 107
|-
| CTS hold repair buffers || 0
|-
| Number of vias per cell || just under 4
|-
| Top fanout value on the critical path || 1
|-
| Kind of capture point of the worst setup path || output pin
|-
| Sum of overflow across all layers after global routing || 0
|-
| Unrepaired setup endpoints after global routing || true
|-
| Setup slack of the critical path after layout || -53.6 ps
|-
| Critical-path cell list || buf_2
|-
| Number of cell instances after yosys synthesis || 108
|-
| Final Instance Area || roughly 4700 um2
|-
| Switching share of total power || 21.0%
|-
| Crit path max-delay family || flip-flops
|-
| Remaining antenna violation count || 0
|-
| Leak pwr || ~2.2 nW
|-
| H-tree level count || 3
|-
| Worst hold slack across all endpoints || ~260 ps
|-
| Cell chosen for the clock root || clkbuf_8
|-
| Worst IR Drop VDD || 0.000694 V
|-
| Share of the yosys chip area belonging to registers || roughly 100%
|-
| Path type of the worst setup path || flip-flop to output pin
|-
| Final TNS setup || -3290 ps
|-
| Clock Pin Slew Worst Setup and Hold Paths || 110 ps
|-
| WP data required || 800 ps
|-
| Max frequency || about 0.95 GHz
|-
| Endpoint arrival time on the critical path || 850 ps
|-
| Relative contribution of combinational cells to total power || 9.0%
|-
| Last weighted congestion value of the routability-driven placer || 0.735
|-
| Cts bufs inserted || 9
|-
| Max transition margin || 86.3%
|-
| Clock tree from TritonCTS || built
|-
| CP peak stage delay || 380 ps
|-
| Mi-comb count || 0
|-
| Hold Path Class || primary input to flip-flop
|-
| Actual transition at the worst max-transition pin || 206 ps
|-
| Power density over the cells || around 1700 nW/um2
|-
| Combined buffer and inverter count along the critical path || 1
|-
| Setup-failing EPs final || 107
|-
| Sort of element at the start of the critical path || flip-flop
|-
| Total number of placement rows || 34
|-
| Number of global-route vias before repair || 1,688
|-
| Starting utilization of the core area || 30.9%
|-
| DRC errors left || 0
|-
| Core footprint || roughly 8700 um2
|-
| Layout filler cell count || about 740
|}
==> logic make-up (layout without fill, tap and decap cells) <==
kind of cell | count (synthesis) | count (layout) | share of synthesized area (%)
buffers and inverters | 1 | 236 | 0.140
DFF | 107 | 107 | 99.9
==> how the worst max path moves through the flow <==
stage,start,endpoint,slack [ps],depth (start not counted)
global route,out_alu_result[3],out_alu_result[3],-110,1
CTS,out_alu_result[9],out_alu_result[9],-90,1
finish,out_rs_data[27],out_rs_data[27],-50,1
==> through the flow <==
stage | utilization, % | power, mW | setup slack (ps)
floorplan | - | 4.69 | -488
global placement | 58.1 | 5.63 | -15.2
detailed placement | 58.1 | 5.63 | -14.4
CTS | 54.3 | 8.16 | -86.9
global route | 54.3 | 8.44 | -112
finish | 54.3 | 8.01 | -53.6
==> state kept, by name (all words and copies together), names as in the netlist <==
register / count
out_rs_data: 32
out_dmem_wena: 1
out_rd_waddr: 5
out_rd_wena: 1
out_alu_result: 32
out_dmem_type: 2
out_rt_data: 32
out_dmem_ena: 1
out_rd_sel: 1
==> Yosys cell counts, drive strengths merged <==
cell   number  share of area, %
dfrtp     107               100
inv         1              0.14
==> layout make-up <==
type	instances	area (um2)	area share, %
inverter	1	7.51	0.159
timing repair buffer	219	1680	35.7
sequential	107	2680	56.8
tap	108	135	2.87
clock buffer	10	138	2.92
clock inverter	6	72.6	1.54
==> layout by cell type (no fill, tap or decap), drive strengths merged <==
| cell type | count |
|---|---|
| clkbuf | 10 |
| buf | 111 |
| clkdlybuf4s50 | 108 |
| clkinv | 3 |
| dfrtp | 107 |
| inv | 2 |
| clkinvlp | 1 |
| bufinv | 1 |
==> power by group through the flow <==
stage                 Combinational [mW]  Clock, mW  Sequential (mW)
after CTS                          0.742       2.83             4.58
after global routing               0.793       3.04             4.61
final                              0.719       2.71             4.58
==> per-layer routing <==
metal / routed length [um] / GRT usage (%) / share of wire, %
met5: 0 / 0 / 0
met4: 177 / 3.19 / 2.4
met3: 890 / 6.05 / 12
met2: 3410 / 23.1 / 47
met1: 2770 / 22.7 / 38
==> repair_timing <==
item	4_1_cts	5_1_grt
gates cloned	0	0
setup endpoints to repair	107	107
resized	329	0
Power is estimated from default activity; no workload was simulated.
